`flow/run.sh`:
```
#!/bin/bash
# OpenROAD 26Q1-2900-gdf79404cd8, Yosys 0.63+post, stock flow scripts
make -C /OpenROAD-flow-scripts/flow DESIGN_CONFIG=/design/flow/config.mk WORK_HOME=/design/flow/orfs finish
```
`flow/config.mk`:
```
export PLATFORM = sky130hd
export DESIGN_NAME = gpr
export DESIGN_NICKNAME = gpr
export VERILOG_FILES = /design/flow/design.v
export SDC_FILE = /design/flow/constraint.sdc
export NUM_CORES = 4
export LEC_CHECK = 1
export CORE_UTILIZATION = 40
```
`flow/constraint.sdc`:
```
current_design gpr

set clk_period 19.7
set clk_io_pct 0.2

create_clock -name clk0 -period $clk_period [get_ports {clk}]

set non_clock_inputs [all_inputs -no_clocks]
set_input_delay [expr $clk_period * $clk_io_pct] -clock clk0 $non_clock_inputs
set_output_delay [expr $clk_period * $clk_io_pct] -clock clk0 [all_outputs]
```
`flow/design.v`:
```
`timescale  1ns / 1ps
module gpr(clk,rst,a1,a2,a3,wd,regWrite,rd1,rd2);
    input clk;
    input rst;
    input [4:0] a1;
    input [4:0] a2;
    input [4:0] a3;
    input [31:0] wd;
    input regWrite;
    output [31:0] rd1;
    output [31:0] rd2;
    reg [31:0] mipsReg[31:0];
    integer i;
    assign rd1=mipsReg[a1];
    assign rd2=mipsReg[a2];
    always @ (posedge clk) 
    begin
        if(rst)
            begin
                for(i=0;i<32;i=i+1)
                    mipsReg[i]<=0;
            end
        else if(regWrite && a3!=0)
                mipsReg[a3]<=wd;
    end
endmodule  
```
==> results.cfg <==
; implementation run metrics
[clock_network]
cts_root_buf = clkbuf_16
cts_setup_buffers = 0
clkTransAtPathRegs_ps = 60
hold_buffers = 0
numClockSinks = 1024
cts_made_buffers = 113
cts_max_path_buffers = 3
cts_resized = 0
htree_levels = 3
cts_tree = built

[cells_and_area]
areaGrowthSynthToFinish_pct = 11.1
largest_register_ffs = 1024
comb_area_um2 = 23300
fillerInstances = 12100
drive_gt1_share_pct = 8.23
top_regs = mipsReg (1024)
final_layout_top_logic_cells = mux2i_1 (1024), edfxtp_1 (1024), and2_1 (992)
fin_cells = 6534
top_register = mipsReg
flop_area_um2 = 30700

[sta]
min_period_ps = 12460
slew_violations = 0
fin_crit_sh_pct = 63.2
rsz0062_at_grt = false
hold_violations = 0
setup_tns_ps = 0
setup_violations = 0
whs_ps = 3850
relSlewSlack_pct = 34.4
tightest_slew_ps = 980
max_freq_mhz = 80.3
post-route-worst-setup-slack_ps = 7240

[routing]
routed_wirelength_mm = 192
drc = 0
drt-pass1-iter-count = 5
dr.first_iter.drc_count = 2432
viasPerCell = 5.76
ant_nets = 0
wl_per_cell_um = 29.4
via_count = 37600

[yosys]
avgSynthCellArea_um2 = 12.1
async_flop_share_pct = 0
ys.flops = 1024
ys_sh_aoi_pct = 7.02
yosysCellCount = 4605
postSynthSeqShare_pct = 55.0
flop_cell = edfxtp_1
top_logic_kind = multiplexers
synthMuxAreaShare_pct = 18.3
simple_gate_area_share_pct = 15.7
yosysWarnings = 1
synth-edff-count = 1024
yosys.cell_types.count = 29
synthCells = 4605
xor_share_pct = 0
syn-cell-area_um2 = 55900
fa_ha_area_share_pct = 0
ys_area_um2 = 55900

[outcome]
status = completed

[floorplan]
core_um2 = 138000
initCoreUtil_pct = 40.5
num_rows = 136
io_pins = 114
die_area_um2 = 141000
dieHeight_um = 376
die_x_um = 376

[min_path]
min_from = rst
hp-class = input pin to flop
hold_end = mipsReg[0][29]
hold_depth = 2

[pwr]
p_switching_w = 0.00133
p_clk_share_pct = 38.0
switching_share_pct = 25.8
leakagePower_nw = 23.9
ir_drop_uv = 67.3
intPower_w = 0.00383
pwr-share-seq_pct = 49.9
combPwrFrac_pct = 12.1
power.density_nw_per_um2 = 83.1

[flow_run]
warning_count = 26
maxCapViolations = 0

[grt]
grt_usage_pct = 28.9
grt_max_degree = 91
grt-ovfl-total = 0
antenna_found_initial = 5
grt_pass1_wl_mm = 272
grt_pass1_vias = 38400

[placed_design]
pre_cts_ws_ps = 7280
post-dp-hpwl_mm = 107
place_inst = 6316
port_buffers = 113
place_congestion = 0.901

[critical_path]
path_class = input pin to output port
worstPathRequired_ps = 15760
start_kind = input pin
critical_path_peak_fanout = 49
arrival_ps = 8520
end_kind = output port
-- final cells by class --
cell class              count  area share, %
diodes                      6         0.0242
clock buffers             145           4.78
well taps                1863           3.75
clock inverters            67          0.633
multi-input cells        3166           37.5
repair buffers            263           3.76
flip-flops and latches   1024           49.5
-- worst max-delay path, cell delays in order --
cell and delay, ps:
buf_8 390, buf_4 690, buf_4 740, buf_4 630, buf_4 640, mux2i_1 160
a22o_1 260, nor3_1 290, a31oi_1 70, nand3_1 130, clkdlybuf4s50_1 480
-- synth_stat cells, drive strengths merged, types with 5 or more instances --
library cell  instances  share of area [%]
a22o                128                2.0
nand3               194                1.7
clkbuf              239                1.7
and2                994                 11
nand2b                5              0.056
edfxtp             1024                 55
a22oi               192                2.6
a21oi               192                1.7
buf                 207                2.2
mux2i              1024                 18
nor2b                 5              0.056
a31oi                64               0.72
nor3                 64               0.57
or2                  33               0.37
nor2                 35               0.35
nand2               196                1.3
-- power by group through the flow --
stage                 registers (W)  clock network (W)  logic, W
final                       0.00258            0.00196  0.000625
after CTS                   0.00258            0.00199  0.000621
after global routing        0.00259            0.00207  0.000662
-- cell families after synthesis --
group | after synthesis
DFF | 1024
other | 1
AOI/OAI and AO/OA | 576
and+or+nand+nor | 1534
buffers and inverters | 446
muxes | 1024
-- layer usage --
| metal | vias to the layer above | GRT usage (%) | part of all wire, % | wire length [µm] |
|---|---|---|---|---|
| met1 | 18200 | 36.5 | 36 | 69500 |
| met5 | - | 0.652 | 0.047 | 90 |
| met4 | 8 | 10.3 | 4.4 | 8400 |
| met2 | 2207 | 41.8 | 45 | 85800 |
| met3 | 422 | 17.4 | 15 | 28100 |
| li1 | 16800 | - | - | - |
-- metrics by stage --
stage	instance area, µm²	utilization, %	power [W]
floorplan	56000	-	0.00297
global placement	58700	42.6	0.00323
CTS	62100	45.0	0.00518
global route	62100	45.0	0.00532
finish	62100	45.0	0.00516
detailed placement	58700	42.6	0.00324
-- worst max-delay path by stage --
stage,start,to,slack (ps),depth (start not counted)
4_1_cts,a1[1],rd1[29],7280,11
5_1_grt,a1[1],rd1[29],7070,11
6_report,a1[1],rd1[29],7240,11
Power and IR drop assume default switching activity.
